--- /design/flow/config.mk ---
export PLATFORM = sky130hd
export DESIGN_NAME = vision_ai_core
export DESIGN_NICKNAME = vision_ai_core
export VERILOG_FILES = /design/flow/design.v
export SDC_FILE = /design/flow/constraint.sdc
export NUM_CORES = 4
export LEC_CHECK = 1
export CORE_UTILIZATION = 40
--- /design/flow/design.v ---
`timescale 1ns/1ps
module vision_ai_core (
    input wire clk,
    input wire rst_n,
    input wire [7:0] pixel_data,
    input wire pixel_valid,
    input wire frame_start,
    input wire frame_end,
    input wire [31:0] control_reg,
    input wire start_processing,
    output reg [31:0] detection_result,
    output reg [7:0] confidence_score,
    output reg processing_done,
    output reg [15:0] pixels_processed,
    output reg ai_busy
);
reg [7:0] pixel_buffer [0:1023];
reg [10:0] buffer_index;
reg [15:0] total_pixels;
reg [31:0] feature_accumulator;
reg [3:0] processing_state;
localparam IDLE = 4'h0;
localparam LOADING = 4'h1;
localparam FEATURE_EXTRACT = 4'h2;
localparam CLASSIFICATION = 4'h3;
localparam OUTPUT_RESULT = 4'h4;
always @(posedge clk or negedge rst_n) begin
    if (!rst_n) begin
        buffer_index <= 0;
        total_pixels <= 0;
        feature_accumulator <= 0;
        processing_state <= IDLE;
        detection_result <= 0;
        confidence_score <= 0;
        processing_done <= 0;
        ai_busy <= 0;
        pixels_processed <= 0;
    end else begin
        case (processing_state)
            IDLE: begin
                ai_busy <= 0;
                processing_done <= 0;
                if (start_processing && frame_start) begin
                    processing_state <= LOADING;
                    ai_busy <= 1;
                    buffer_index <= 0;
                    total_pixels <= 0;
                    feature_accumulator <= 0;
                end
            end
            LOADING: begin
                if (pixel_valid) begin
                    pixel_buffer[buffer_index] <= pixel_data;
                    buffer_index <= buffer_index + 1;
                    total_pixels <= total_pixels + 1;
                    pixels_processed <= total_pixels;
                    if (buffer_index > 0) begin
                        feature_accumulator <= feature_accumulator + 
                            (pixel_data > pixel_buffer[buffer_index-1] ? 
                             pixel_data - pixel_buffer[buffer_index-1] : 
                             pixel_buffer[buffer_index-1] - pixel_data);
                    end
                end
                if (frame_end) begin
                    processing_state <= FEATURE_EXTRACT;
                end
            end
            FEATURE_EXTRACT: begin
                if (buffer_index < 10) begin
                    buffer_index <= buffer_index + 1;
                end else begin
                    processing_state <= CLASSIFICATION;
                    buffer_index <= 0;
                end
            end
            CLASSIFICATION: begin
                if (feature_accumulator > 32'h00010000) begin
                    if (feature_accumulator > 32'h00020000) begin
                        detection_result <= 32'h000000FF;  
                        confidence_score <= 8'd95;
                    end else begin
                        detection_result <= 32'h0000007F;  
                        confidence_score <= 8'd75;
                    end
                end else begin
                    detection_result <= 32'h00000000;  
                    confidence_score <= 8'd85;
                end
                processing_state <= OUTPUT_RESULT;
            end
            OUTPUT_RESULT: begin
                processing_done <= 1;
                ai_busy <= 0;
                processing_state <= IDLE;
            end
        endcase
    end
end
endmodule
--- /design/flow/run.sh ---
#!/bin/bash
# OpenROAD 26Q1-2900-gdf79404cd8, Yosys 0.63+post, stock flow scripts
make -C /OpenROAD-flow-scripts/flow DESIGN_CONFIG=/design/flow/config.mk WORK_HOME=/design/flow/orfs finish
--- /design/flow/constraint.sdc ---
current_design vision_ai_core

set clk_period 27.2
set clk_io_pct 0.2

create_clock -name clk0 -period $clk_period [get_ports {clk}]

set non_clock_inputs [all_inputs -no_clocks]
set_input_delay [expr $clk_period * $clk_io_pct] -clock clk0 $non_clock_inputs
set_output_delay [expr $clk_period * $clk_io_pct] -clock clk0 [all_outputs]
==> run summary <==
Synth Warn #: 2
Num CTS Buffers: 861
Cell taking the most area after synthesis: edfxtp_1
Status: aborted with a tool error
# Cells Yosys: 18.9k
First-pass GRT wire length: 4260 mm
Die height: 888 um
Mean area per synthesized cell: 16.6 um^2
Ports: 104
Site Rows: 325
DP HPWL: 2200 mm
Post-synth cell types: 94
Area share of the largest cell type after synthesis: 0.783
Chip Area, Yosys: 314000 um^2
Synthesized area: 314000 um^2
Post-CTS setup buffers: 0
Port-buffer cells: 45
Most frequent cell after synthesis: edfxtp_1
Deepest clock path buffer count: 4
Stage reached: global routing (5_1_grt)
Grt total ovfl: 11.2k
Vias in the first global route: 347k
Placed cell count: 32.2k
Number of enable flip-flop cells: 8192
Post-cts sizing count: 0
Cts hold-fix bufs: 0
Post-synth area hogs: edfxtp_1 (78%), a22oi_1 (4.1%), nor2_1 (2.4%)
Die W: 888 um
Largest net degree at the start of global routing: 149
Commonest cells post-synth: edfxtp_1 (8192), nor2_1 (1976), a22oi_1 (1716), nand2_1 (754), a221oi_1 (609)
Root buf cell: clkbuf_16
GRT Total Usage: 0.905
CTS sink cnt: 8278
Core Util at FP: 0.401
CTS HTree Levels: 6
Err: [ERROR GRT-0116] Global routing finished with congestion. Check the congestion regions in the DRC Viewer.
Synth Seq Share: 0.790
Syn Inst Count: 18.9k
Top FF cell, synth: edfxtp_1
Placed cell area: 356000 um^2
Ys flops: 8278
Ys async rst share: 0.0104
Placer Congestion: 1.43
==> stage by stage <==
stage | setup slack (ps) | utilization | total power [mW]
detailed placement | 12280 | 0.455 | 25.1
global placement | 12050 | 0.455 | 25.2
CTS | 12240 | 0.491 | 36.9
floorplan | 15980 | - | 18.4
==> metal layers <==
metal | GRT overflow | GRT usage
met5 | 307 | 0.819
met3 | 2438 | 0.899
met2 | 3808 | 0.957
met1 | 2528 | 0.888
met4 | 2080 | 0.849
==> cells by family after synthesis <==
logic type | Yosys count | synth area share
AND-OR/OR-AND | 5071 | 0.127
multiplexers | 30 | 0.00102
XOR/XNOR | 54 | 0.00151
flip-flops | 8278 | 0.790
buffers and inverters | 1041 | 0.0136
other | 1 | 0.0000119
AND/OR/NAND/NOR | 4399 | 0.0644
adder cells (fa/ha/maj) | 64 | 0.00262
No activity file was given, so power comes from the tool's default toggle rates.
